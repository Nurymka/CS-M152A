[/design/flow/design.v]
`timescale 1ns / 1ps
module four_priority_encoder(in, out, valid);
input [3:0] in;
output wire [1:0] out;
output wire valid;
assign out[0] = in[3] | (~in[2] & in[1]);
assign out[1] = in[3] | in[2];
assign valid = in[3] | in[2] | in[1] | in[0];
endmodule
module convert_to_signmag(input_2s_compl, output_signmag);
input [12:0] input_2s_compl;
output reg [12:0] output_signmag;
always @* begin
	if (input_2s_compl[12] == 0) begin  
		output_signmag = input_2s_compl; 
	end else begin
		output_signmag = ~input_2s_compl + 1;  
	end
end
endmodule
[/design/flow/run.sh]
#!/bin/bash
# OpenROAD 26Q1-2900-gdf79404cd8, Yosys 0.63+post, stock flow scripts
make -C /OpenROAD-flow-scripts/flow DESIGN_CONFIG=/design/flow/config.mk WORK_HOME=/design/flow/orfs finish
[/design/flow/config.mk]
export PLATFORM = sky130hd
export DESIGN_NAME = convert_to_signmag
export DESIGN_NICKNAME = convert_to_signmag
export VERILOG_FILES = /design/flow/design.v
export SDC_FILE = /design/flow/constraint.sdc
export NUM_CORES = 4
export LEC_CHECK = 1
export CORE_AREA = 10 10 70 70
export DIE_AREA = 0 0 80 80
[/design/flow/constraint.sdc]
current_design convert_to_signmag

set clk_period 3.5
set clk_io_pct 0.2

create_clock -name clk0 -period $clk_period

set non_clock_inputs [all_inputs -no_clocks]
set_input_delay [expr $clk_period * $clk_io_pct] -clock clk0 $non_clock_inputs
set_output_delay [expr $clk_period * $clk_io_pct] -clock clk0 [all_outputs]
==> Implementation_results.wiki <==
=== Synthesis and place and route ===
{| class="wikitable"
! Metric !! Value
|-
| Yosys Instances || 35
|-
| Overall die area || 6400 µm²
|-
| Max-area cell share || 0.3182
|-
| Synthesis-to-layout area growth || 125.9%
|-
| Synth top area cells || sky130_fd_sc_hd__xnor2_1 32%, sky130_fd_sc_hd__o31ai_1 11%, sky130_fd_sc_hd__o41ai_4 10%
|-
| Register share of total power || 0
|-
| Number of buffers added to fix hold violations after cts || 0
|-
| Core Density at Floorplan || 0.08059
|-
| Fraction of power consumed by combinational cells || 1.000
|-
| Half-perimeter wire length of the detailed placement result || 977.5 µm
|-
| Total negative slack || 0 ns
|-
| Final-report hold violation count || 0
|-
| Fmax achieved || 290.4 MHz
|-
| HP Start || input_2s_compl[0]
|-
| Final critical-path share of the clock period || 0.9839
|-
| Setup repair after global routing missed its margin || true
|-
| Routability cong. || 0.8243
|-
| Post-synth cell types || 18
|-
| Synth area leader || sky130_fd_sc_hd__xnor2_1
|-
| Cell count after synthesis || 35
|-
| Total number of vias || 356
|-
| Die Span X || 80 µm
|-
| Power per cell area || 123.2 nW/µm²
|-
| Max-slew violations || 0
|-
| Drt via density || 3.358
|-
| Fraction of final layout cells with drive strength greater than 1 || 0.1667
|-
| Final min period || 3.444 ns
|-
| Number of remaining DRC errors || 0
|-
| Initial drt markers || 9
|-
| Cell area after synthesis || 275.3 µm²
|-
| Worst path slowest cell || sky130_fd_sc_hd__or3_1
|-
| Yosys Warn Count || 1
|-
| Total of endpoints with negative setup slack in the final report || 0
|-
| Die H || 80 µm
|-
| Total track usage || 0.03186
|-
| Category of the worst setup path capture point || primary output
|-
| Setup WS pre-CTS || -0.01986 ns
|-
| Cell Count Post-Placement || 106
|-
| Worst max-slew margin expressed relative to the limit || 0.5991
|-
| Portion of the post-synthesis area used by sequential elements || 0
|-
| Maximum Capacitance Violations || 0
|-
| Number of cells on the worst hold path || 3
|-
| OpenROAD warning count || 33
|-
| Internal power || 0.00005111 W
|-
| Maximum number of pins on one net before global-route repair || 14
|-
| Most used cell along the critical path || sky130_fd_sc_hd__clkdlybuf4s50_1
|-
| Number of non-filler instances in the completed layout || 106
|-
| Number of routed nets with antenna violations || 0
|-
| Setup WS post-layout || 0.05646 ns
|-
| First-pass GRT wire length || 1704 µm
|-
| Layout clock buffers || 0
|-
| Synthesized chip area reported by yosys || 275.3 µm²
|-
| Row cnt || 21
|-
| Kind of start point of the critical path || primary input
|-
| Min-delay worst type || primary input to primary output
|-
| Cells traversed along the worst timing path || clkdlybuf4s50_1, or3_1, o41ai_4, xnor2_1, clkdlybuf4s50_1
|-
| Overflow left after global routing || 0
|-
| Sw power || 0.00002551 W
|-
| Outcome || completed
|-
| Post-detailed-route wirelength per cell || 11.19 µm
|-
| Count of flip-flops and latches || 0
|-
| Worst Path Required || 2.80 ns
|-
| Post-CTS setup buffer count || 0
|-
| Total Wirelength || 1186 µm
|-
| Proportion of power drawn by the clock network || 0
|-
| PortBufs || 26
|-
| Actual transition at the worst max-transition pin || 0.5994 ns
|-
| Mean area per synthesized cell || 7.865 µm²
|-
| Leak pwr || 0.1992 nW
|-
| Number of antenna violations at the first check in global routing || 0
|-
| Register Area || 0 µm²
|-
| CP Class || primary input to primary output
|-
| Sw Ratio || 0.3329
|-
| Max VDD drop || 55.52 µV
|-
| Ant diodes || 0
|-
| Number of top-level design ports || 26
|-
| Highest cell delay on the worst timing path || 0.57 ns
|-
| Area of the placeable core || 3416 µm²
|-
| Maximum fanout along the worst path || 6
|-
| Crit path arrival time || 2.74 ns
|-
| Pre-antenna DRT Iters || 2
|-
| Endpoint of the worst hold path || output_signmag[0]
|-
| Vias in the first global route || 364
|}
[metal layers]
metal	GRT usage	share of wire
met4	0	0
met1	0.04878	0.54
met2	0.03371	0.26
met3	0.02500	0.20
met5	0	0
[worst max path at each step]
stage / startpoint / end / slack (ns)
6_report: input_2s_compl[5] / output_signmag[9] / 0.06
5_1_grt: input_2s_compl[5] / output_signmag[9] / -0.02
4_1_cts: input_2s_compl[1] / output_signmag[10] / 0.0004
[synth_stat cells]
master / number
sky130_fd_sc_hd__buf_1: 1
sky130_fd_sc_hd__nand2b_1: 2
sky130_fd_sc_hd__or3b_2: 1
sky130_fd_sc_hd__o41ai_4: 1
sky130_fd_sc_hd__nand2_1: 2
sky130_fd_sc_hd__or3_1: 2
sky130_fd_sc_hd__buf_2: 1
sky130_fd_sc_hd__o21ai_0: 1
sky130_fd_sc_hd__nor4_1: 1
sky130_fd_sc_hd__inv_1: 2
sky130_fd_sc_hd__ha_1: 1
sky130_fd_sc_hd__o31ai_2: 1
sky130_fd_sc_hd__or4_1: 1
sky130_fd_sc_hd__o31ai_1: 4
sky130_fd_sc_hd__buf_4: 1
sky130_fd_sc_hd__o21ai_1: 2
sky130_fd_sc_hd__xnor2_1: 10
sky130_fd_sc_hd__or4_4: 1
[cell usage in the layout (no fill, tap or decap)]
| master | count |
|---|---|
| sky130_fd_sc_hd__o21ai_1 | 2 |
| sky130_fd_sc_hd__o21ai_0 | 1 |
| sky130_fd_sc_hd__ha_1 | 1 |
| sky130_fd_sc_hd__nand2b_1 | 2 |
| sky130_fd_sc_hd__buf_4 | 2 |
| sky130_fd_sc_hd__clkdlybuf4s50_1 | 26 |
| sky130_fd_sc_hd__or3b_4 | 1 |
| sky130_fd_sc_hd__inv_1 | 2 |
| sky130_fd_sc_hd__nand2_1 | 2 |
| sky130_fd_sc_hd__or3_1 | 2 |
| sky130_fd_sc_hd__o41ai_4 | 1 |
| sky130_fd_sc_hd__nor4_1 | 1 |
| sky130_fd_sc_hd__or4_4 | 2 |
| sky130_fd_sc_hd__o31ai_1 | 1 |
| sky130_fd_sc_hd__o31ai_2 | 3 |
| sky130_fd_sc_hd__xnor2_1 | 10 |
| sky130_fd_sc_hd__o31ai_4 | 1 |
[power by group through the flow]
| stage | logic [W] | clock network (W) | registers, W |
|---|---|---|---|
| CTS | 0.0000750 | 0 | 0 |
| global route | 0.0000835 | 0 | 0 |
| finish | 0.0000766 | 0 | 0 |
[worst max-delay path, delay by kind of cell]
family	cells	cell delay, ns
buffers and inverters	2	0.95
and+or+nand+nor	1	0.57
xor gates and xnor gates	1	0.15
AOI/OAI and AO/OA	1	0.37
[what timing repair did]
action | in CTS | in global routing
gates resized | 2 | 4
endpoints found under the setup margin | 3 | 4
pin swaps | 1 | 3
[cells by family (layout without fill, tap and decap cells)]
logic type	count (synthesis)	count (layout)	synth area share
compound gates	9	9	0.3091
xor+xnor	10	10	0.3182
fa+ha+maj	1	1	0.04545
buf+inv	5	30	0.08635
simple gates	10	10	0.2409
[through the flow]
step,power [W],hold WS (ns),cell area [µm²],utilization
detailed placement,0.00007342,2.364,591.8,0.1733
floorplan,0.00002118,1.431,275.3,-
global placement,0.00007289,2.375,591.8,0.1733
finish,0.00007661,2.362,621.8,0.1821
global route,0.00008353,2.409,621.8,0.1821
CTS,0.00007503,2.370,601.8,0.1762
[layout make-up]
class                      count  area, µm²
fill                         391       2794
inverter                       2      7.507
multi-input combinational     30      281.5
tap                           46      57.56
timing repair buffer          28      275.3
No activity file was given, so power comes from the tool's default toggle rates.
