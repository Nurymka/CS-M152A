==> ./design.v <==
`timescale 1ns / 1ps
module InputHandle(rst, clk, btnR, btnP, sw, pause_vld, reset_vld, adj_vld, adj_sel);
input rst;
input clk;
input btnR;
input btnP;
input [1:0] sw;
output reg pause_vld;
output reg reset_vld;
output reg adj_vld;
output reg adj_sel;
initial pause_vld = 0;
wire [17:0] clk_dv_inc;
reg [16:0]  clk_dv;
reg         clk_en;
reg         clk_en_d;
reg [2:0]   step_r;
reg [2:0]   step_p;
assign clk_dv_inc = clk_dv + 1;
always @ (posedge clk)
  if (rst)
    begin
       clk_dv   <= 0;
       clk_en   <= 1'b0;
       clk_en_d <= 1'b0;
    end
  else
    begin
       clk_dv   <= clk_dv_inc[16:0];
       clk_en   <= clk_dv_inc[17];
       clk_en_d <= clk_en;
    end
  wire is_btnR_posedge;
  wire is_btnP_posedge;
  assign is_btnR_posedge = ~ step_r[0] & step_r[1];
  assign is_btnP_posedge = ~ step_p[0] & step_p[1];
  always @ (posedge clk) begin
     if (rst)
       begin
          step_r[2:0]  <= 0;
			 step_p[2:0]  <= 0;
       end
     else if (clk_en) begin  
       step_r[2:0]  <= {btnR, step_r[2:1]};
       step_p[2:0]  <= {btnP, step_p[2:1]};
     end
   end
   always @ (posedge clk)
     if (rst) begin
       reset_vld <= 1'b0;
		 pause_vld <= 1'b0;
     end else if (clk_en_d) begin
     if (is_btnR_posedge)
      reset_vld <= 1'b1;
     else
      reset_vld <= 1'b0;
	  if (is_btnP_posedge && !adj_vld)
      pause_vld <= ~pause_vld;
    end else begin
      reset_vld <= 0;
    end
   always @ (posedge clk)
     if (rst) begin
		 adj_vld <= 0;
		 adj_sel <= 0;
     end else begin
		 adj_vld <= sw[1];
		 adj_sel <= sw[0];
	  end
endmodule
==> ./run.sh <==
#!/bin/bash
# OpenROAD 26Q1-2900-gdf79404cd8, Yosys 0.63+post, stock flow scripts
make -C /OpenROAD-flow-scripts/flow DESIGN_CONFIG=/design/flow/config.mk WORK_HOME=/design/flow/orfs finish
==> ./config.mk <==
export PLATFORM = sky130hd
export DESIGN_NAME = InputHandle
export DESIGN_NICKNAME = InputHandle
export VERILOG_FILES = /design/flow/design.v
export SDC_FILE = /design/flow/constraint.sdc
export NUM_CORES = 4
export LEC_CHECK = 1
export CORE_AREA = 10 10 96 96
export DIE_AREA = 0 0 106 106
==> ./constraint.sdc <==
current_design InputHandle

set clk_period 4.0
set clk_io_pct 0.2

create_clock -name clk0 -period $clk_period [get_ports {clk}]

set non_clock_inputs [all_inputs -no_clocks]
set_input_delay [expr $clk_period * $clk_io_pct] -clock clk0 $non_clock_inputs
set_output_delay [expr $clk_period * $clk_io_pct] -clock clk0 [all_outputs]
==> flow_summary.ini <==
; synthesis and place-and-route metrics
[flow_run]
drv.max_cap_violation_count = 0
tool_warnings = 25

[synth]
synth_top_cell_by_area = sky130_fd_sc_hd__dfxtp_1
ys_top_cells_by_count = sky130_fd_sc_hd__dfxtp_1, sky130_fd_sc_hd__nor2_1, sky130_fd_sc_hd__nor2b_1
count_of_flip_flops_with_a_built_in_enable_after_synthesis = 0
async_flop_share = 0
netlist.area_leader.share = 0.4879
syn_area_um2 = 1190
top_cell = sky130_fd_sc_hd__dfxtp_1
ys_seq_frac = 0.4879
yosys_register_bits = 29
ys_types = 27
synth_stat.cells = 121
ff_type = sky130_fd_sc_hd__dfxtp_1
synthesized_instance_count = 121
top_cells_by_area = sky130_fd_sc_hd__dfxtp_1, sky130_fd_sc_hd__nor2_1, sky130_fd_sc_hd__mux2i_1
synth.avg_cell_area_um2 = 9.834
yosysChipArea_um2 = 1190
yosys_warnings = 1

[final_timing]
timing.final.crit_period_ps = 1899
final_hold_viol_count = 0
final_max_slew_viol_count = 0
fmax_mhz = 526.7
slew-limit-headroom = 0.7555
timing.final.crit_share = 0.4747
timing.setup.tns_ps = 0
finClkSkew_ps = 5.405
report.final.setup_viol = 0
grt_setup_unrepaired = no
tightestPinTransition_ps = 366.2

[placed_design]
gp_congestion = 0.7716
dp.final_hpwl_um = 1330
placement.io_buffers = 9

[floorplan]
die_w_um = 106
fp_util = 0.1649
rows = 31
coreArea_um2 = 7214
num_io_pins = 10
chipArea_um2 = 11240
chipHeight_um = 106

[power_and_ir_drop]
post-layout-total-power_uw = 673.0
power_per_cell_area_nw_per_um2 = 445.3
worst_ir_drop_vdd_mv = 0.1946
leakagePower_nw = 0.4950

[worst_setup_path]
critical_path_required_ps = 3200
path_class = register to output pin
cp_num_buf_inv = 1
timing.critical_path.from_type = register
cp.arrival_ps = 1100
setup.worst_path.end_class = output pin
critical-path-top-delay-family = buffers and inverters
worstPathMaxFanout = 2
crit_chain = clkdlybuf4s50_1
timing.critical_path.slowest_cell_delay_ps = 470
library_cell_contributing_the_largest_single_delay_on_the_critical_path = sky130_fd_sc_hd__clkdlybuf4s50_1

[clocking]
post_cts_resized = 0
tritoncts_clock_tree = done
clk_latency_ps = 280
sink_count_of_the_clock_tree = 29
clk_path_buf_depth = 2
postCtsSetupBuffers = 0
clkTransAtPathRegs_ps = 70
cts_hold_buffers = 0
cts_root_buffer = sky130_fd_sc_hd__clkbuf_8
cts_inserted_buffers = 5
htreeDepth = 2

[final_layout]
area_growth_pct = 27.02
top_regs = clk_dv: 17 flops, step_p: 3 flops, step_r: 3 flops
largest-register = clk_dv
final.fill_count = 797
largest_reg_flops = 17
layout_cells_sized_above_1 = 0.1343

[drt]
avgViaCountPerCell = 3.747
route.final.wire_length_um = 2068
ant_nets = 0
vias = 873
drtPass1Iterations = 4
n_antenna_cell = 0
drc = 0
drt-wirelength-per-cell_um = 8.876
drt-initial-drc-count = 50

[global_routing]
grt_pass1_wl_um = 3615
antenna_found_initial = 0
global_route.usage.total = 0.03708
grt_start_max_net_pins = 34
grt.overflow.total = 0
first_global_vias = 818

[worst_hold_path]
hold_path.class = register to register

[run_status]
run_status = complete, no violations
[per-stage QoR]
stage	hold WS [ps]	worst slack, ps	cell area [um^2]	cells	utilization
6_report	423.1	2101	1511	233	0.2095
4_1_cts	423.8	2081	1511	233	0.2095
5_1_grt	444.5	2045	1511	233	0.2095
3_3_place_gp	422.7	1944	1378	225	0.1909
3_5_place_dp	411.1	1935	1378	225	0.1909
2_1_floorplan	397.8	2459	1190	121	-
[placed cells by master (no fill, tap or decap)]
master                             n
sky130_fd_sc_hd__clkdlybuf4s50_1   9
sky130_fd_sc_hd__nor4_1            6
sky130_fd_sc_hd__nand4_1           2
sky130_fd_sc_hd__nor2b_1           8
sky130_fd_sc_hd__ha_1              1
sky130_fd_sc_hd__or3_1             2
sky130_fd_sc_hd__nand2_1           3
sky130_fd_sc_hd__clkbuf_8          5
sky130_fd_sc_hd__inv_1             3
sky130_fd_sc_hd__nor2_1           17
sky130_fd_sc_hd__a21oi_1           7
sky130_fd_sc_hd__or4_1             4
sky130_fd_sc_hd__o31ai_1           4
sky130_fd_sc_hd__o21ai_0           3
sky130_fd_sc_hd__and3_1            1
sky130_fd_sc_hd__nand4_4           1
sky130_fd_sc_hd__nand3_1           5
sky130_fd_sc_hd__buf_4             1
sky130_fd_sc_hd__nand3_2           1
sky130_fd_sc_hd__or3_2             1
sky130_fd_sc_hd__mux2_2            5
sky130_fd_sc_hd__xnor2_1           2
sky130_fd_sc_hd__xor2_1            2
sky130_fd_sc_hd__mux2i_1           6
sky130_fd_sc_hd__bufinv_16         2
sky130_fd_sc_hd__dfxtp_1          29
sky130_fd_sc_hd__nor4bb_1          2
sky130_fd_sc_hd__nand4_2           1
sky130_fd_sc_hd__clkinv_2          1
[area by class of cell]
class,instances,area (um^2),share of cell area
Clock inverter,3,65.06,0.04305
Multi-Input combinational cell,84,564.3,0.3733
Sequential cell,29,580.6,0.3841
Timing Repair Buffer,10,97.59,0.06457
Inverter,3,11.26,0.007450
Tap cell,99,123.9,0.08195
Clock buffer,5,68.82,0.04553
[where the power goes]
group | total (mW) | internal, mW | switching (mW)
logic | 0.0183 | 0.0100 | 0.00824
clock network | 0.358 | 0.247 | 0.111
registers | 0.296 | 0.292 | 0.00379
[final timing paths]
check | slack (ps) | cells after the start | to | startpoint
setup / recovery | 2100 | 1 | pause_vld | pause_vld$_SDFFE_PP0P_
hold / removal | 420 | 1 | reset_vld$_SDFF_PP0_ | step_r[0]$_SDFFE_PP0P_
setup reg to reg | 2370 | 4 | clk_dv[16]$_SDFF_PP0_ | clk_dv[0]$_SDFF_PP0_
hold reg to reg | 420 | 1 | reset_vld$_SDFF_PP0_ | step_r[0]$_SDFFE_PP0P_
[logic make-up after synthesis]
logic type	share of synthesized area
AND/OR/NAND/NOR	0.2692
flip-flops	0.4879
AND-OR/OR-AND	0.06729
multiplexers	0.09779
buffers and inverters	0.03785
XOR/XNOR	0.02945
adder cells (fa/ha/maj)	0.01051
[routing by layer]
layer | GRT usage | vias to the layer above | part of all wire
met4 | 0.009671 | 0 | 0.030
met3 | 0.01284 | 6 | 0.040
met1 | 0.05218 | 401 | 0.53
li1 | - | 455 | -
met5 | 0 | - | 0
met2 | 0.05300 | 11 | 0.40
Power is estimated from default activity; no workload was simulated.
